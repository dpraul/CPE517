===== ./design.v =====
module SerialDemux(
	input wire clk, input wire NewPacket, input wire[7:0] DataIn,
	output reg[7:0] DataOut0, output reg[7:0] DataOut1, output reg[7:0] DataOut2, output reg[7:0] DataOut3,
	output reg[7:0] DataOut4, output reg[7:0] DataOut5, output reg[7:0] DataOut6, output reg[7:0] DataOut7
);
reg[3:0] counter, channel;
always @(posedge clk) begin
	DataOut0 = 8'h00; DataOut1 = 8'h00; DataOut2 = 8'h00; DataOut3 = 8'h00;
	DataOut4 = 8'h00; DataOut5 = 8'h00; DataOut6 = 8'h00; DataOut7 = 8'h00;
	if (NewPacket == 1) begin
		{channel, counter} = DataIn;
	end
	else begin
		if (channel == 8) begin
			channel = 0;
		end
		if (counter > 0) begin
			case (channel)
			0: DataOut0 = DataIn;
			1: DataOut1 = DataIn;
			2: DataOut2 = DataIn;
			3: DataOut3 = DataIn;
			4: DataOut4 = DataIn;
			5: DataOut5 = DataIn;
			6: DataOut6 = DataIn;
			7: DataOut7 = DataIn;	
			endcase
			counter = counter - 1;
			channel = channel + 1;
		end
	end
end
endmodule

===== ./run.sh =====
#!/bin/bash
# OpenROAD 26Q1-2900-gdf79404cd8, Yosys 0.63+post, stock flow scripts
make -C /OpenROAD-flow-scripts/flow DESIGN_CONFIG=/design/flow/config.mk WORK_HOME=/design/flow/orfs finish

===== ./constraint.sdc =====
current_design SerialDemux

set clk_period 4.2
set clk_io_pct 0.2

create_clock -name clk0 -period $clk_period [get_ports {clk}]

set non_clock_inputs [all_inputs -no_clocks]
set_input_delay [expr $clk_period * $clk_io_pct] -clock clk0 $non_clock_inputs
set_output_delay [expr $clk_period * $clk_io_pct] -clock clk0 [all_outputs]

===== ./config.mk =====
export PLATFORM = sky130hd
export DESIGN_NAME = SerialDemux
export DESIGN_NICKNAME = SerialDemux
export VERILOG_FILES = /design/flow/design.v
export SDC_FILE = /design/flow/constraint.sdc
export NUM_CORES = 4
export LEC_CHECK = 1
export CORE_UTILIZATION = 40

==> deck_impl_summary.md <==
Physical Implementation Snapshot

Status
  • Status: complete, no violations

Final timing
  • Worst-margin pin slew: 0.730 ns
  • Max Fclk: 467 MHz
  • Fin. Hold Viols: 0
  • Final tally of max-slew violations: 0
  • Unrepaired setup endpoints after global routing: no
  • Setup Total Neg Slack: 0 ns
  • Setup ws final: between 2 and 2.5 ns
  • Final min period: 2.14 ns
  • Final setup viols: 0
  • Slew headroom: 51.3%
  • Post-Route Skew: 0.00910 ns
  • Period utilization: 51.0%
  • Final hold slack: 0.529 ns

Synthesis
  • Count of different cell masters after synthesis: 28
  • Yosys reg bits: just over 70
  • Cells in synth_stat.txt: 202
  • Synth area leaders: dfxtp_1, and3_1, edfxtp_1
  • YS chip area: around 2200 sq um
  • Yosys warns: 1
  • Syn_area_per_cell: 11.0 sq um
  • Synthesized area: around 2200 sq um
  • Synth Seq Share: 66.6%
  • Largest area contributor in the netlist: dfxtp_1
  • Dominant cell area share: 61.2%
  • Post-synthesis instance total: 202

Route
  • DR iter-0 viols: 76
  • DR WL met2: about 2.3 mm
  • Antenna Cells: 0
  • DRT antenna net count: 0
  • Drt via density: 4.69
  • DRC violations left: 0
  • WL/cell: 14.1 um
  • 1st-pass router iterations: 4
  • DRT Wirelength: about 5.0 mm
  • Uppermost routed layer: met4
  • DR WL met3: 287 um
  • Via count: 1664
  • Routed metal-1 wirelength: between 2 and 2.5 mm

Finish
  • Area delta synth->final: 47.0%
  • Share of layout cells above drive strength 1: 7.02%
  • Top cells excl fill/tap: clkdlybuf4s50_1, dfxtp_1, and3_1
  • Post-Route Utilization: a little over three fifths
  • Most frequent logic cell in the layout: clkdlybuf4s50_1
  • Design area: 3270 sq um

Critical path
  • Crit path DRT: 4.46 ns
  • Crit start category: input pin
  • Crit path arrival time: 2.40 ns
  • CP startpoint: NewPacket
  • CP Class: input pin to register
  • CP max FO: 14
  • Critical path capture point type: register
  • Reg-to-Reg Start: counter[0]

CTS
  • Hold buffer count at cts: 0
  • CTS max path bufs: 2
  • CTS tree: done
  • Post-CTS setup buffer count: 0
  • PostCTS Resize Cnt: 0
  • H-tree depth: 3
  • CTS Root Cell: clkbuf_8
  • Clk slew on worst S/H paths: 0.07 ns
  • CTS sink cnt: 72
  • Num CTS Buffers: 9
  • Clk Latency, worst-skew pair: 0.33 ns

Placement
  • I/O Buffers: roughly 73
  • Placed cell area: between 3000 and 4000 sq um
  • DP HPWL: between 3 and 4 mm
  • Pre-CTS setup slack: 1.71 ns
  • Gp weighted congestion: a little under 0.9

Global route
  • Total gr overflow: 0
  • Initial antenna violation count: 0
  • Largest net degree at the start of global routing: 33
  • Global-route wire length before repair: 8.18 mm
  • Overall routing resource usage: 18.6%
  • Vias in the first global route: 1603

Power
  • Power per standard cell area: 499 nW/um^2
  • Worst vdd ir: ~280 uV
  • Leakage: approximately 1.4 nW

Die
  • I/O Pins: around 74
  • Cell row count: 26
  • Initial Util: 42.5%
  • Die width: 76.6 um
  • Core Region: 5240 sq um
  • Die footprint: 5870 sq um
  • Die H: 76.6 um

Job
  • Tool warnings: 29
  • Max cap viols: 0

Hold path
  • Hold Startpoint: channel[3]
  • Hold Crit Class: register to register
[critical path, stage by stage]
cell and delay [ns]:
clkdlybuf4s50_1 0.62, inv_1 0.35, nand3_1 0.39, nor2_1 0.19
[flip-flops by register name, summed over array words and instances, names as in the netlist]
name	flops
DataOut2	8
counter	4
DataOut7	8
DataOut3	8
channel	4
DataOut1	8
DataOut0	8
DataOut5	8
DataOut6	8
DataOut4	8
[synthesized netlist by cell type]
| library cell | instances |
|---|---|
| nor4b_1 | 1 |
| nand3b_1 | 1 |
| nand2b_1 | 1 |
| xor2_1 | 1 |
| nor2_1 | 32 |
| nor3_1 | 1 |
| a21oi_1 | 4 |
| ha_1 | 6 |
| inv_1 | 6 |
| buf_6 | 1 |
| a211o_1 | 1 |
| a2bb2oi_1 | 2 |
| o221ai_1 | 1 |
| and3_4 | 2 |
| nand3_1 | 6 |
| edfxtp_1 | 4 |
| nor3b_1 | 1 |
| dfxtp_1 | 68 |
| o31ai_2 | 1 |
| mux2_2 | 1 |
| or3b_4 | 1 |
| nand2_1 | 13 |
| a41oi_1 | 1 |
| clkbuf_1 | 6 |
| nor2b_1 | 1 |
| and3_1 | 35 |
| xnor2_1 | 1 |
| o21ai_0 | 3 |
[final timing paths]
check                      to  slack, ns  cells after the start
hold / removal     channel[3]       0.53                      2
setup reg to reg  DataOut2[5]       2.46                      5
setup / recovery  DataOut7[0]       2.06                      4
hold reg to reg    channel[3]       0.53                      2
[cell families (layout without fill, tap and decap cells)]
| kind of cell | Yosys count | count (layout) | synth area share, % |
|---|---|---|---|
| and+or+nand+nor | 95 | 95 | 22.1 |
| adders and majority gates | 6 | 6 | 3.37 |
| muxes | 1 | 1 | 0.506 |
| xor gates and xnor gates | 2 | 2 | 0.787 |
| DFF | 72 | 72 | 66.6 |
| AOI/OAI and AO/OA | 13 | 13 | 4.10 |
| buffers and inverters | 13 | 96 | 2.53 |
[metrics by stage]
step,std cells,power (mW)
5_1_grt,355,1.71
3_3_place_gp,339,0.978
2_1_floorplan,202,0.887
3_5_place_dp,339,0.976
4_1_cts,355,1.65
6_report,355,1.63
[layer usage]
layer / global-route usage [%] / vias to the layer above
met2: 29.3 / 56
met3: 4.26 / 6
met1: 27.9 / 767
met5: 0 / -
li1: - / 835
met4: 3.08 / 0
[final cells by class]
cell class                 count  area [sq um]
clock buffer                  12           156
fill                         428          1960
sequential                    72          1480
inverter                       6          22.5
tap                           70          87.6
clock inverter                 4          98.8
multi-input combinational    117           688
timing repair buffer          74           738
[report_power, final]
part,total (mW),internal (mW),switching (mW)
registers,0.757,0.731,0.0258
logic,0.203,0.0956,0.107
clock network,0.673,0.432,0.240
Power figures rest on the tool's default switching activity, not on a simulated workload.
